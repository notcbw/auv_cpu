==> flow/config.mk <==
export PLATFORM = sky130hd
export DESIGN_NAME = auv_trapc
export DESIGN_NICKNAME = auv_trapc
export VERILOG_FILES = /design/flow/design.v
export SDC_FILE = /design/flow/constraint.sdc
export NUM_CORES = 4
export LEC_CHECK = 1
export CORE_UTILIZATION = 30
==> flow/constraint.sdc <==
current_design auv_trapc

set clk_period 4.5
set clk_io_pct 0.2

create_clock -name clk0 -period $clk_period [get_ports {clk}]

set non_clock_inputs [all_inputs -no_clocks]
set_input_delay [expr $clk_period * $clk_io_pct] -clock clk0 $non_clock_inputs
set_output_delay [expr $clk_period * $clk_io_pct] -clock clk0 [all_outputs]
==> flow/design.v <==
`timescale 1ns/1ns
module auv_trapc #(
    parameter integer ADDR_WIDTH = 24,
    parameter bit [ADDR_WIDTH-1:0] RST_VECTOR = 'h0,
    parameter bit [ADDR_WIDTH-1:0] NMI_VECTOR = 'h0
) (
    input   logic           clk, rst_n, nmi, stall_i,
    input   logic           int_ext, int_timer,
    output  logic           stall, flush,
    input   logic   [ADDR_WIDTH-3:0] pc_in_id, pc_in_ex,
    output  logic           jmp,
    output  logic   [ADDR_WIDTH-3:0] pc_wr,
    input   logic           exc_illegal_inst, exc_illegal_inst_csr, exc_ecall, exc_ebreak,
    input   logic           exc_load_misalign, exc_store_misalign,
    input   logic           exc_load_fault, exc_store_fault,
    input   logic           ret, wfi,
    input   logic           cbus_sel,
    input   logic   [ 6:0]  cbus_adr,
    input   logic   [31:0]  cbus_dat_wr,
    output  logic   [31:0]  cbus_dat_rd,
    input   logic           cbus_rd, cbus_wr,
    output  logic           cbus_ack
);
    logic mstatus_mie, mstatus_mpie;
    logic mstatus_mie_n, mstatus_mpie_n;
    logic mie_meie, mie_mtie;
    logic [ADDR_WIDTH-7:0] mtvec_base;
    logic [1:0] mtvec_mode;
    logic [ADDR_WIDTH-3:0] mepc, mepc_n;
    logic mcause_int, mcause_int_n;
    logic [3:0] mcause_exc, mcause_exc_n;
    logic exc_illegal_inst_l, exc_illegal_inst_csr_l, exc_ecall_l, exc_ebreak_l;
    logic exc_load_misalign_l, exc_store_misalign_l, exc_load_fault_l, exc_store_fault_l;
    always_ff @( posedge clk ) begin
        exc_illegal_inst_l <= exc_illegal_inst;
        exc_illegal_inst_csr_l <= exc_illegal_inst_csr;
        exc_ecall_l <= exc_ecall;
        exc_ebreak_l <= exc_ebreak;
        exc_load_misalign_l <= exc_load_misalign;
        exc_store_misalign_l <= exc_store_misalign;
        exc_load_fault_l <= exc_load_fault;
        exc_store_fault_l <= exc_store_fault;
    end
    logic irq, exc;
    assign irq = (int_ext | int_timer);
    assign exc = (exc_illegal_inst | exc_illegal_inst_csr | exc_ecall | exc_ebreak |
        exc_load_misalign | exc_store_misalign | exc_load_fault | exc_store_fault);
    logic sel_mepc_ex;
    assign mepc_n = sel_mepc_ex ? pc_in_ex : pc_in_id;
    typedef enum logic [2:0] {
        TCS_RST, TCS_NMI, TCS_IDLE,
        TCS_IRQ, TCS_EXC,
        TCS_RET, TCS_WFI
    } trapc_state_t;
    trapc_state_t state;
    logic nmi_delayed;
    always_ff @( posedge clk or negedge rst_n )
        if (~rst_n) begin
            state <= TCS_RST;
            nmi_delayed <= 0;
        end else begin
            case (state)
                TCS_RST, TCS_NMI, TCS_IRQ, TCS_EXC, TCS_RET :
                    state <= TCS_IDLE;
                TCS_IDLE : begin
                    state <= TCS_IDLE;
                    if (exc)
                        state <= TCS_EXC;
                    else if (~stall_i) begin
                        if (irq)
                            state <= TCS_IRQ;
                        else if (ret)
                            state <= TCS_RET;
                        else if (wfi)
                            state <= TCS_WFI;
                    end
                end
                TCS_WFI : state <= irq ? TCS_IRQ : TCS_WFI;
                default : state <= TCS_RST;
            endcase
            if (nmi & ~nmi_delayed)
                state <= TCS_NMI;
            nmi_delayed <= nmi;
        end
    always_comb begin
        mstatus_mie_n = mstatus_mie;
        mstatus_mpie_n = mstatus_mpie;
        mcause_exc_n = mcause_exc;
        mcause_int_n = mcause_int;
        sel_mepc_ex = 0;
        jmp = 0;
        pc_wr = 0;
        case (state)
            TCS_RST : begin
                stall = 1;
                flush = 1;
                mstatus_mie_n = 0;
                mstatus_mpie_n = 0;
                mcause_exc_n = 0;
                mcause_int_n = 0;
                pc_wr = RST_VECTOR[ADDR_WIDTH-1:2];
                jmp = 1;
            end
            TCS_NMI : begin
                stall = 1;
                flush = 1;
                sel_mepc_ex = 0;
                mcause_exc_n = 0;
                mcause_int_n = 1;
                pc_wr = NMI_VECTOR[ADDR_WIDTH-1:2];
                jmp = 1;
            end
            TCS_IDLE : begin
                stall = exc;
                flush = exc;
            end
            TCS_IRQ : begin
                stall = 1;
                flush = 1;
                mstatus_mpie_n = mstatus_mie;
                mstatus_mie_n = 0;
                mcause_int_n = 1;
                if (int_timer)
                    mcause_exc_n = 7;
                else
                    mcause_exc_n = 11;
                sel_mepc_ex = 0;
                pc_wr = {mtvec_base, ((mtvec_mode == 1) ? mcause_exc_n : 4'h0)};
                jmp = 1;
            end
            TCS_EXC : begin
                stall = 1;
                flush = 1;
                mstatus_mpie_n = mstatus_mie;
                mstatus_mie_n = 0;
                mcause_int_n = 0;
                sel_mepc_ex = 0;
                pc_wr = {mtvec_base, 4'b0};
                jmp = 1;
                if (exc_illegal_inst_l) begin
                    mcause_exc_n = 2;
                    sel_mepc_ex = 0;
                end else if (exc_illegal_inst_csr_l) begin
                    mcause_exc_n = 2;
                    sel_mepc_ex = 1;
                end else if (exc_ecall_l) begin
                    mcause_exc_n = 11;
                    sel_mepc_ex = 0;
                end else if (exc_ebreak_l) begin
                    mcause_exc_n = 3;
                    sel_mepc_ex = 0;
                end else if (exc_load_fault_l) begin
                    mcause_exc_n = 5;
                    sel_mepc_ex = 1;
                end else if (exc_store_fault_l) begin
                    mcause_exc_n = 7;
                    sel_mepc_ex = 1;
                end else if (exc_load_misalign_l) begin
                    mcause_exc_n = 4;
                    sel_mepc_ex = 1;
                end else if (exc_store_misalign_l) begin
                    mcause_exc_n = 6;
                    sel_mepc_ex = 1;
                end
            end
            TCS_RET : begin
                stall = 1;
                flush = 1;
                mstatus_mie_n = mstatus_mpie;
                mstatus_mpie_n = 1;
                pc_wr = mepc;
                jmp = 1;
            end
            TCS_WFI : begin
                stall = 1;
                flush = 0;
            end
            default : begin
                stall = 1;
                flush = 1;
            end
        endcase
    end
    always_ff @( posedge clk or negedge rst_n )
        if (~rst_n) begin
            cbus_ack <= 0;
        end else begin
            mstatus_mie <= mstatus_mie_n;
            mstatus_mpie <= mstatus_mpie_n;
            mepc <= mepc_n;
            mcause_int <= mcause_int_n;
            mcause_exc <= mcause_exc_n;
            cbus_ack <= 0;
            if (cbus_sel) begin
                if (cbus_rd) begin
                    cbus_ack <= 1;
                    case (cbus_adr)
                        7'h01, 7'h10, 7'h20, 7'h43 : cbus_dat_rd <= 0;
                        7'h00 : cbus_dat_rd <= {24'h0, mstatus_mpie, 3'h0, mstatus_mie, 3'h0};
                        7'h04 : cbus_dat_rd <= {20'h0, mie_meie, 3'h0, mie_mtie, 7'h0};
                        7'h05 : cbus_dat_rd <= {{(32-ADDR_WIDTH){1'b0}}, mtvec_base, 4'h0, mtvec_mode};
                        7'h41 : cbus_dat_rd <= {{(32-ADDR_WIDTH){1'b0}}, mepc, 2'b0};
                        7'h42 : cbus_dat_rd <= {mcause_int, 27'h0, mcause_exc};
                        7'h44 : cbus_dat_rd <= {20'h0, int_ext, 3'h0, int_timer, 7'h0};
                        default : cbus_ack <= 0;
                    endcase
                end else if (cbus_wr) begin
                    cbus_ack <= 1;
                    case (cbus_adr)
                        7'h00 : begin
                            mstatus_mie <= cbus_dat_wr[3];
                            mstatus_mpie <= cbus_dat_wr[7];
                        end
                        7'h04 : begin
                            mie_meie <= cbus_dat_wr[11];
                            mie_mtie <= cbus_dat_wr[7];
                        end
                        7'h05 : begin
                            mtvec_base <= cbus_dat_wr[ADDR_WIDTH-1:6];
                            mtvec_mode <= cbus_dat_wr[1:0];
                        end
                        7'h41 : mepc <= cbus_dat_wr[ADDR_WIDTH-1:2];
                        7'h42 : begin
                            mcause_int <= cbus_dat_wr[31];
                            mcause_exc <= cbus_dat_wr[3:0];
                        end
                        default : cbus_ack <= 0;
                    endcase
                end
            end
        end
endmodule
==> flow/run.sh <==
#!/bin/bash
# OpenROAD 26Q1-2900-gdf79404cd8, Yosys 0.63+post, stock flow scripts
make -C /OpenROAD-flow-scripts/flow DESIGN_CONFIG=/design/flow/config.mk WORK_HOME=/design/flow/orfs finish
==> impl_metrics.csv <==
group,metric,value,unit
status,run_status,"finished, final reports clean",
cells_and_area,fillers,1255,
worst_setup_path,crit_path_frequent_cell,"clkdlybuf4s50_1",
power,report.power.total,2.05,mW
worst_setup_path,worst_setup_path_start_kind,"primary input",
synth,numSynthFlops,93,
synth,synth_top_cell_by_count,"edfxtp_1",
global_route,use_met3,4.28,%
worst_setup_path,crit_path_top_delay_cell,"or4_1",
floorplanning,die.size.x,123,um
power,internal_power,1.64,mW
worst_setup_path,critical_path_arrival,2680,ps
synth,ys_top_cells_by_count,"edfxtp_1, a21oi_1, nand2_1",
detailed_routing,route.detailed.drc,0,
clock_tree,cts_num_sinks,93,
cells_and_area,design_area,6340,um^2
worst_setup_path,crit-reg2reg-launch,"state[6]$_DFF_PN0_",
floorplanning,chip_area,15100,um^2
cells_and_area,post_route_cells_drive_above_1_share,6.49,%
worst_setup_path,timing_worst_setup_path_type,"primary input to output pin",
power,clock_power_share,41.3,%
detailed_routing,viasPerCell,5.02,
floorplanning,core.rowCount,43,
power,p_leak,2.25,nW
clock_tree,clkTransAtPathRegs,60,ps
clock_tree,cts.htree.levels,3,
final_timing,final.period_utilization,79.5,%
global_route,grt_pass1_wl,18.1,mm
worst_setup_path,timing.critical_path.slowest_cell_delay,580,ps
synth,post_synth_num_cell_types,53,
final_timing,fin_setup_tns,0,ps
final_timing,worst_clock_skew,4.93,ps
detailed_routing,drt_first_pass_iters,5,
synth,post_synth_inst_count,375,
synth,asyncSetResetFlopFracSynth,9.68,%
final_timing,maxSlewHeadroom,57.3,%
synth,synth_area,4390,um^2
final_timing,tightest_slew,636,ps
clock_tree,cts_root_buffer,"clkbuf_16",
worst_setup_path,internal_reg_to_reg_setup_slack,2610,ps
detailed_routing,dr_total_vias,3534,
global_route,grt_busiest_layer,"met2",
floorplanning,initCoreUtil,31.2,%
worst_hold_path,hold-path-endpoint,"state[4]$_DFF_PN0_",
floorplanning,num_io_pins,160,
worst_hold_path,depth_of_the_worst_hold_timing_path,1,
clock_tree,tritoncts,"done",
worst_setup_path,critPathCaptureType,"output pin",
global_route,grt_max_degree,26,
final_timing,grt_setup_unrepaired,"false",
synth,area_leaders,"edfxtp_1, a22o_1, a21oi_1, dfrtp_1, nand2_1",
synth,synth_area_per_cell,11.7,um^2
detailed_routing,diodes,0,
clock_tree,ctsHoldBuffers,0,
global_route,grt_use_met2,27.1,%
run,stage_log_warnings,32,
power,p_sw,416,uW
synth,synth-edff-count,76,
worst_setup_path,cell_family_with_most_cp_delay,"simple AND/OR/NAND/NOR gates",
clock_tree,cts_inserted_buffers,9,
clock_tree,cts_resized,0,
final_timing,report.final.hold_viol_count,0,
run,timing.max_cap.violations,0,
synth,yosysCellCount,375,
global_route,gr-total-overflow,0,
floorplanning,chipHeight,123,um
power,power.share.switching,20.3,%
placed_design,gp_routability_congestion,0.852,
worst_setup_path,worst-path-max-fanout,4,
detailed_routing,drt-initial-drc-count,134,
worst_setup_path,worstRegToRegCells,4,
placed_design,hpwl_dp,8.66,mm
clock_tree,clk-insertion-delay-late,350,ps
worst_setup_path,cp_num_buf_inv,2,
worst_hold_path,hold_path.startpoint,"nmi_delayed$_DFF_PN0_",
power,power_density,323,nW/um^2
worst_setup_path,r2r_end,"mstatus_mpie$_DFFE_PP_",
synth,yosys-stat-area,4390,um^2
clock_tree,cts.repair_timing.setup_buffer_count,0,
clock_tree,clk_path_buf_depth,2,
cells_and_area,final_core_util,45.0,%
global_route,grt_usage,16.8,%
global_route,grt_pass1_vias,3319,
global_route,grt_use_met1,24.1,%
placed_design,placement_cell_area,6010,um^2
final_timing,hold_ws,451,ps
synth,post-synth-top-area-cell,"edfxtp_1",
detailed_routing,routedWlPerCell,17.5,um
power,combinational_share_of_power,10.7,%
synth,synth.top_cell.area_share,51.9,%
final_timing,period_needed,3580,ps
power,p_seq_share,48.0,%
synth,yosysWarnings,1,
final_timing,maxClockFrequency,0.280,GHz
final_timing,final-setup-viol-count,0,
detailed_routing,totalWireLength,12.3,mm
final_timing,slew_violations,0,
synth,synth_seq_share,60.7,%
cells_and_area,area_growth_syn_to_layout,44.4,%
power,vdd_drop_max,0.215,mV
floorplanning,core,14100,um^2
global_route,antenna_found_initial,0,
worst_hold_path,hp-class,"register to register",
synth,yosys_most_used_dff,"edfxtp_1",
placed_design,io_buffers,145,
worst_setup_path,critical_path.cell_chain,"clkdlybuf4s50_1 -> or4_1 -> nor2_1 -> mux2i_1 -> clkdlybuf4s50_1",
detailed_routing,detail-route-antenna-nets,0,
worst_setup_path,timing.critical_path.required,3600,ps
[power by group through the flow]
stage	Combinational, mW	Sequential (mW)	Clock (mW)
5_1_grt	0.240	0.989	0.891
4_1_cts	0.222	0.985	0.859
6_report	0.219	0.985	0.847
[how the worst max path moves through the flow]
stage                        startpoint  endpoint  cells past startpoint
final                 exc_load_misalign     flush                      5
after CTS             exc_load_misalign     flush                      5
after global routing  exc_load_misalign     flush                      5
[stage by stage]
stage / instances / setup slack (ps)
after floorplan: 382 / 583
after global placement: 688 / 934
after detailed placement: 688 / 915
after CTS: 704 / 900
after global routing: 704 / 841
final: 704 / 924
[state kept, by name, indices dropped and copies added (netlist names)]
register                count
exc_illegal_inst_l          1
cbus_dat_rd                25
exc_load_misalign_l         1
mcause_int                  1
cbus_ack                    1
exc_ebreak_l                1
exc_store_misalign_l        1
mcause_exc                  4
mtvec_mode                  2
exc_ecall_l                 1
mstatus_mpie                1
mepc                       22
mtvec_base                 18
mie_mtie                    1
state                       7
mie_meie                    1
nmi_delayed                 1
exc_load_fault_l            1
mstatus_mie                 1
exc_store_fault_l           1
exc_illegal_inst_csr_l      1
[layer usage]
metal,wire [um],vias to the layer above,share of wire (%)
met2,5970,155,49
met3,979,19,8.0
met1,5050,1659,41
li1,-,1701,-
met5,0,-,0
met4,309,0,2.5
[cell type report]
| class | instances | area (um^2) | area share [%] |
|---|---|---|---|
| flip-flops and latches | 93 | 2670 | 42.1 |
| multi-input cells | 256 | 1580 | 24.9 |
| repair buffers | 155 | 1520 | 24.0 |
| clock buffers | 11 | 233 | 3.67 |
| well taps | 180 | 225 | 3.55 |
| clock inverters | 5 | 98.8 | 1.56 |
| inverters | 4 | 15.0 | 0.237 |
[cell usage in the layout (no fill, tap or decap), types with 6 or more instances in the layout]
cell type / count
clkdlybuf4s50_1: 144
nand2b_1: 6
a21oi_1: 49
nand2_1: 43
nor3_1: 6
dfrtp_1: 8
conb_1: 8
a22o_1: 37
o21ai_0: 7
nor2_1: 30
dfxtp_1: 8
edfxtp_1: 76
clkbuf_16: 9
buf_4: 10
and3_1: 6
[kinds of logic (layout without fill, tap and decap cells)]
kind of cell    after synthesis  count (layout)  synth area share, %
flops                        93              93                 60.7
buf+inv                      33             175                 4.21
simple gates                127             127                 15.9
mux                           5               5                 1.20
compound gates              115             115                 17.7
other cells                   1               8               0.0853
xor+xnor                      1               1                0.199
Power and IR drop assume default switching activity.
