### /design/flow/constraint.sdc
current_design auv_regfile

set clk_period 4.5
set clk_io_pct 0.2

create_clock -name clk0 -period $clk_period [get_ports {clk}]

set non_clock_inputs [all_inputs -no_clocks]
set_input_delay [expr $clk_period * $clk_io_pct] -clock clk0 $non_clock_inputs
set_output_delay [expr $clk_period * $clk_io_pct] -clock clk0 [all_outputs]
### /design/flow/config.mk
export PLATFORM = sky130hd
export DESIGN_NAME = auv_regfile
export DESIGN_NICKNAME = auv_regfile
export VERILOG_FILES = /design/flow/design.v
export SDC_FILE = /design/flow/constraint.sdc
export NUM_CORES = 4
export LEC_CHECK = 1
export CORE_UTILIZATION = 50
### /design/flow/run.sh
#!/bin/bash
# OpenROAD 26Q1-2900-gdf79404cd8, Yosys 0.63+post, stock flow scripts
make -C /OpenROAD-flow-scripts/flow DESIGN_CONFIG=/design/flow/config.mk WORK_HOME=/design/flow/orfs finish
### /design/flow/design.v
`timescale 1ns/1ns
module auv_regfile (
    input   logic           clk, we, stall,
    input   logic   [ 3:0]  ra0, ra1, wa,
    input   logic   [31:0]  wd,
    output  logic   [31:0]  rd0, rd1
);
    reg [31:0] ram [15];
    always_ff @( posedge clk )
        if (we)
            ram[wa] <= wd;
    always_ff @( posedge clk )
        if (stall)
            rd0 <= rd0;
        else if (ra0 == 0)
            rd0 <= 0;
        else if (ra0 == wa)
            rd0 <= wd;
        else
            rd0 <= ram[ra0];
     always_ff @( posedge clk )
        if (stall)
            rd1 <= rd1;
        else if (ra1 == 0)
            rd1 <= 0;
        else if (ra1 == wa)
            rd1 <= wd;
        else
            rd1 <= ram[ra1];
endmodule
==> results.txt <==
yosys + openroad results -> status finished, final reports clean, Critical Path RT 4.83 ns, yosys aoi share 0.0913, Vias per Instance ~6.4, final slew viol count 0, worst-margin pin slew 0.929 ns, OpenROAD warnings 25, number of enable flip-flop cells 544, Post-CTS Setup Bufs 0, minimum clock period about 2.9 ns, post-layout period usage 0.641, clk slew on worst S/H paths roughly 0.060 ns, Flops after synth between 500 and 600, post-synthesis async set-or-reset flop share 0, I/O Buffers 110, Top logic family multiplexers, gate count of the mapped netlist around 1.5k, CTS Buffer Depth 3, Peak Freq around 350 MHz, worst min path class register to register, worst path arrival time ~3.2 ns, chip area in the Yosys report between 20000 and 25000 um^2, Post-Synth Adder-Cell Area 0, Vias between 10k and 15k, DRT Wirelength about 64000 um, P&R area growth vs syn 14.8%, total track usage 0.295, first-pass GRT wire length about 96000 um, CTS Hold Bufs 0, DP Wirelength between 30000 and 40000 um, die width roughly 220 um, XORs/XNORs by Area 0.00285, Post-route DRC 0, CTS tree done, commonest cells in the netlist edfxtp_1, mux2i_1, mux4_2, o21ai_0, nand2_1, Simple Share, Synth 0.0182, max-cap viol count 0, initial antenna violation count 3, Yosys warnings 1, IO Pins around 110, fin cells between 2k and 2.5k, largest cells by area after synthesis edfxtp_1, mux4_2, mux2i_1, ys cells between 1k and 1.5k, Sw Share 0.219, crit start category input port, Worst Path Buf+Inv 2, Crit path max-delay family simple AND/OR/NAND/NOR gates, Worst setup EP type register, H-Tree Depth 2, ant diodes 0, grt ovf 0, fraction of layout instances using a drive strength above 1 0.172, # fillers approximately 3.5k, worst-path cell chain clkdlybuf4s50_1, or3_2, or2_1, buf_4, o21ai_0, a31oi_1, syn avg cell area around 17 um^2, DRT Pass-1 Iters 5, Finish-stage setup viols 0, post-layout instance area ~28000 um^2, TNS Setup 0 ns, post-synth cell types 31, largest net degree at the start of global routing a little under 80, Pint ~8.7 mW, prevailing post-synth register cell edfxtp_1, Root Driver clkbuf_16, post-synthesis cell area between 20000 and 25000 um^2, worst rel slew slack 0.379, chip area 50000 um^2, area post-placement between 20000 and 30000 um^2, CP max stage cell or3_2, FP Rows roughly 80, Crit Path Max Fanout 17, Vert. Die Dim 224 um, Power Dens Cells roughly 400 nW/um^2, Setup CP Type input port to register, Top-area cell share 0.665, DRT antenna net count 0, clock latency on the worst-skew pair just over 0.6 ns, cell with the most instances after synthesis edfxtp_1, total CTS buffers 56, fp util 0.510, Cells after DPL approximately 2.2k, initial drt markers a little over 700, final hold vios 0, clk_skew 0.0143 ns, R2R Setup Slk between 2 and 3 ns, net switching power 2.43 mW, peak supply drop slightly below 0.3 mV, Reg power frac 0.525, mux frac, synth 0.196, gpl congestion 0.859, Clock Power Share 0.387, cell type with the largest total area edfxtp_1, Critical Path Max Stage Delay between 0.8 and 0.9 ns, leak pwr between 9 and 10 nW, core box area around 48000 um^2, unrepaired setup endpoints after global routing false, WL/cell roughly 28 um, Gate power share 0.088, CTS sink cnt about 540, post-cts sizing count 0, sequential element share of the synthesized area 0.665, vias in the first global route roughly 16k
-- power groups by stage --
stage     clock network, mW  registers (mW)  logic [mW]
6_report               4.29            5.83       0.981
4_1_cts                4.37            5.83       0.986
5_1_grt                4.54            5.84        1.06
-- worst reg2reg max path: cells and delay by family, from the launching register on --
family,cells,cell delay (ns)
AOI/OAI and AO/OA,2,0.50
muxes,1,0.46
DFF,1,0.38
-- area by class of cell --
type                    count  area, um^2  area share
clock buffers              74        1490      0.0528
repair buffers            163        1680      0.0597
clock inverters            19         160     0.00568
flip-flops and latches    544       16300       0.579
inverters                   1        3.75    0.000133
multi-input cells         812        7710       0.273
well taps                 656         821      0.0291
-- logic make-up (layout without fill, tap and decap cells) --
logic type / Yosys count / count (layout)
compound gates: 384 / 384
simple gates: 100 / 100
flops: 544 / 544
buf+inv: 127 / 257
mux: 320 / 320
xor+xnor: 8 / 8
-- path summary, 6_finish.rpt --
kind | start | end | cells past startpoint
min reg2reg | ram[14][15] | rd1[15] | 4
max | ra0[3] | rd0[19] | 6
max reg2reg | ram[8][7] | rd1[7] | 3
min | ram[14][15] | rd1[15] | 4
-- metrics by stage --
| step | hold WS (ns) | utilization | power, mW | setup slack [ns] |
|---|---|---|---|---|
| after detailed placement | 0.807 | 0.552 | 6.91 | 1.03 |
| after global routing | 0.841 | 0.586 | 11.4 | 1.54 |
| after global placement | 0.789 | 0.552 | 6.91 | 1.03 |
| after CTS | 0.817 | 0.586 | 11.2 | 1.66 |
| final | 0.815 | 0.586 | 11.1 | 1.61 |
| after floorplan | 0.706 | - | 6.45 | 0.420 |
-- placed cells by master (no fill, tap or decap), types with 3 or more instances in the layout --
cell,count
a21oi_1,64
a22oi_1,64
a31oi_1,64
buf_12,14
buf_4,39
bufinv_16,3
clkbuf_1,17
clkbuf_16,57
clkdlybuf4s50_1,106
clkinv_1,10
clkinv_2,5
edfxtp_1,544
mux2i_1,192
mux4_2,128
nand2_1,65
nor2_4,11
nor2b_4,4
nor3_2,4
o21ai_0,123
o21ai_1,5
o22ai_1,64
xnor2_1,8
-- registers in the layout, indices dropped and copies added, names as in the netlist --
name and cells:
rd1 32, rd0 32, ram 480
-- layer usage --
metal / GRT usage / up-vias / routed length [um]
met1: 0.406 / 7145 / 22200
li1: - / 6307 / -
met5: 0.0108 / - / 30
met2: 0.424 / 932 / 30400
met3: 0.206 / 89 / 10300
met4: 0.0471 / 6 / 1170
Power and IR drop assume default switching activity.
