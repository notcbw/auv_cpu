<file path="flow/design.v">
`timescale 1ns/1ns
module auv_csr (
    input   logic           clk, rst_n, en, csr_rd,
    input   logic   [ 2:0]  funct3,
    input   logic   [11:0]  csr_adr,
    input   logic   [31:0]  rs1,
    input   logic   [ 3:0]  rd_i,
    input   logic   [ 4:0]  imm,
    output  logic           stall, reg_wr,
    output  logic   [31:0]  reg_dat_wr,
    output  logic           exc_illegal_inst,
    output  logic   [11:0]  cbus_adr,
    output  logic   [31:0]  cbus_dat_wr,
    input   logic   [31:0]  cbus_dat_rd,
    output  logic           cbus_rd, cbus_wr,
    input   logic           cbus_ack
);
    logic csr_wr;
    logic [31:0] dat;
    assign dat = funct3[2] ? {27'h0, imm} : rs1;
    assign csr_wr = funct3[2] ? (imm == 0) : (rd_i == 0);
    assign cbus_adr = csr_adr;
    always_comb
        case (funct3[1:0])
            default : cbus_dat_wr = dat;
            'b10 : cbus_dat_wr = cbus_dat_rd | dat;
            'b11 : cbus_dat_wr = cbus_dat_rd | ~dat;
        endcase
    logic [1:0] state;
    always_ff @( posedge clk or negedge rst_n )
        if (~rst_n) begin
            state <= 0;
        end else begin
            case (state)
                0 : state <= en ? 1 : 0;
                1 : begin
                    if (csr_rd & ~cbus_ack)
                        state <= 3;
                    else
                        state <= 2;
                end
                2 : begin
                    if (csr_wr & ~cbus_ack)
                        state <= 3;
                    else
                        state <= 0;
                end
                default : state <= 0;
            endcase
        end
    always_comb
        case (state)
            0 : begin
                stall = en;
                cbus_rd = en & csr_rd;
                cbus_wr = 0;
                reg_wr = 0;
                exc_illegal_inst = 0;
            end
            1 : begin
                stall = 1;
                cbus_rd = 0;
                cbus_wr = csr_wr;
                reg_wr = csr_rd;
                exc_illegal_inst = 0;
            end
            2 : begin
                stall = csr_wr ? ~cbus_ack : 0;
                cbus_rd = 0;
                cbus_wr = 0;
                reg_wr = 0;
                exc_illegal_inst = 0;
            end
            default : begin
                stall = 0;
                cbus_rd = 0;
                cbus_wr = 0;
                reg_wr = 0;
                exc_illegal_inst = 1;
            end
        endcase
endmodule
</file>
<file path="flow/run.sh">
#!/bin/bash
# OpenROAD 26Q1-2900-gdf79404cd8, Yosys 0.63+post, stock flow scripts
make -C /OpenROAD-flow-scripts/flow DESIGN_CONFIG=/design/flow/config.mk WORK_HOME=/design/flow/orfs finish
</file>
<file path="flow/config.mk">
export PLATFORM = sky130hd
export DESIGN_NAME = auv_csr
export DESIGN_NICKNAME = auv_csr
export VERILOG_FILES = /design/flow/design.v
export SDC_FILE = /design/flow/constraint.sdc
export NUM_CORES = 4
export LEC_CHECK = 1
export CORE_AREA = 10 10 108 108
export DIE_AREA = 0 0 118 118
</file>
<file path="flow/constraint.sdc">
current_design auv_csr

set clk_period 2.4
set clk_io_pct 0.2

create_clock -name clk0 -period $clk_period [get_ports {clk}]

set non_clock_inputs [all_inputs -no_clocks]
set_input_delay [expr $clk_period * $clk_io_pct] -clock clk0 $non_clock_inputs
set_output_delay [expr $clk_period * $clk_io_pct] -clock clk0 [all_outputs]
</file>
==> results.rst <==
Synthesis and place-and-route
=============================

.. list-table::
   :header-rows: 1

   * - Metric
     - Value
   * - Top fanout value on the critical path
     - 3
   * - Peak Freq
     - 422.4 MHz
   * - Min Tclk post-route
     - 2368 ps
   * - Part of the total power dissipated in the clock network
     - between 20% and 30%
   * - Final Max Tran Viols
     - 0
   * - Largest reg by FF count
     - state
   * - P_leak
     - 1.043 nW
   * - Kind of cell adding the most delay to the critical path
     - simple AND/OR/NAND/NOR gates
   * - Non-filler instance count after layout
     - 453
   * - Number of buffers between clock root and the deepest sink
     - 2
   * - Switching component of the power
     - 0.1934 mW
   * - Result of the run
     - completed
   * - Top cell type by total area after synthesis
     - sky130_fd_sc_hd__buf_4
   * - Antenna violations before repair
     - 0
   * - Last weighted congestion value of the routability-driven placer
     - 0.7760
   * - Vias in the first global route
     - between 1500 and 2000
   * - CP max-delay cell
     - sky130_fd_sc_hd__clkdlybuf4s50_1
   * - Final worst clock skew
     - 2.807 ps
   * - Router iterations before antenna repair
     - 6
   * - Core Region
     - 0.009284 mm2
   * - Area of the mapped netlist
     - roughly 0.0013 mm2
   * - Crit path launch type
     - primary input
   * - Via/cell ratio
     - 3.861
   * - Die extent in x
     - about 120 um
   * - Number of distinct standard cells referenced by the synthesized netlist
     - 24
   * - Fill cell count
     - 1016
   * - H-tree levels
     - 1
   * - Count of state elements after synthesis
     - 4
   * - Ys Warns
     - 33
   * - Cell area leaders
     - sky130_fd_sc_hd__buf_4 25%, sky130_fd_sc_hd__o21ai_0 14%, sky130_fd_sc_hd__nand2b_1 12%
   * - Tot GR Track Use
     - 9.030%
   * - Largest stage delay on the critical path
     - 430 ps
   * - Arrival time at the worst endpoint
     - roughly 1900 ps
   * - Avg Cell Area, Syn
     - 6.262 um2
   * - Number of flip-flops under the largest register name
     - 4
   * - Clock latency at the later pin of the worst-skew pair
     - 220 ps
   * - Initial drt markers
     - 101
   * - Core utilization before placement
     - 14.03%
   * - Number of buffers created by CTS
     - 3
   * - Final period utilization
     - 98.65%
   * - TritonCTS clock tree
     - yes
   * - DR vias
     - 1749
   * - Share of cells above drive strength 1
     - around a tenth
   * - Hold Slack
     - between 400 and 500 ps
   * - Largest regs
     - state: 4 flops
   * - Maxcap violations
     - 0
   * - Worst min-delay path category
     - register to register
   * - Cell row count
     - 35
   * - Crit path required time
     - 1920 ps
   * - Number of cells produced by synthesis
     - 208
   * - Number of I/O pins
     - 174
   * - Final setup violation count
     - 0
   * - Count of instantiated cells in the yosys netlist
     - 208
   * - Start-to-end type of the worst setup path
     - primary input to primary output
   * - Count of input and output buffers
     - 117
   * - Placed cell count
     - 444
   * - Die span in y
     - approximately 120 um
   * - Internal Power
     - 0.4976 mW
   * - Largest net degree at the start of global routing
     - 19
   * - Sinks on the clock net
     - 4
   * - Routed length per placed instance
     - 14.93 um
   * - Area added between synthesis and finish
     - 104.5%
   * - Total Die Area
     - 0.01392 mm2
   * - Clock tree root driver cell
     - sky130_fd_sc_hd__clkbuf_8
   * - Aggregate global routing overflow
     - 0
   * - Post-route DRC violation count
     - 0
   * - Area reported by Yosys stat
     - ~0.0013 mm2
   * - Sequential group share of total power
     - 14.0%
   * - Worst voltage drop across the vdd grid
     - approximately 0.10 mV
   * - Inserted Diodes
     - 0
   * - Power share of the combinational group
     - between 60% and 70%
   * - Final count of hold timing violations
     - 0
   * - Worst path bufs/invs
     - 2
   * - Cells traversed along the worst timing path
     - clkdlybuf4s50_1 -> or4_1 -> o22a_1 -> and2b_1 -> buf_2
   * - Post-synth top area share
     - between 20% and 30%
   * - Wire length of the first global-routing pass
     - 10.33 mm
   * - Warning total across the stage logs
     - 25
   * - Clock slew at the register clock pins of the worst setup and hold paths
     - 30 ps
   * - Power density over cell area
     - 259.4 mW/mm2
   * - Final WL
     - approximately 6.8 mm
   * - Placed wire-length estimate
     - ~5.4 mm
   * - Remaining antenna violation count
     - 0
   * - Register area share after synthesis
     - 7.781%
   * - Kind of end point of the critical path
     - primary output
   * - Sw Share
     - 27.99%
-- cells by family after synthesis --
family	Yosys count	share of synthesized area, %
compound gates	70	28.24
mux	6	4.707
other cells	1	0.2879
simple gates	69	29.59
flops	4	7.781
buf+inv	58	29.40
-- worst paths after layout --
kind	from	endpoint	slack, ps	cells after the start
max	imm[2]	cbus_wr	30	5
min	state[3]$_DFF_PN0_	state[0]$_DFF_PN1_	450	1
max reg2reg	state[0]$_DFF_PN1_	state[0]$_DFF_PN1_	1480	3
min reg2reg	state[3]$_DFF_PN0_	state[0]$_DFF_PN1_	450	1
max in group asynchronous	rst_n	state[0]$_DFF_PN1_	1710	1
min in group asynchronous	rst_n	state[3]$_DFF_PN0_	460	1
-- per-stage QoR --
step | power, mW | setup WS (ps) | util, % | area (um2) | setup TNS (ps)
finish | 0.6910 | 32.48 | 28.69 | 2664 | 0
global route | 0.7491 | -15.05 | 28.69 | 2664 | -17.43
detailed placement | 0.5262 | -407.8 | 26.81 | 2489 | -6287
CTS | 0.7063 | 2.721 | 28.53 | 2649 | 0
global placement | 0.5259 | -383.7 | 26.81 | 2489 | -6297
floorplan | 0.2502 | 542.5 | - | 1419 | 0
-- cell usage in the layout (no fill, tap or decap), types with 3 or more instances in the layout --
cell type and n:
sky130_fd_sc_hd__nor3_1 30, sky130_fd_sc_hd__dlymetal6s2s_1 3, sky130_fd_sc_hd__dfrtp_1 3, sky130_fd_sc_hd__clkdlybuf4s50_1 105, sky130_fd_sc_hd__buf_6 5, sky130_fd_sc_hd__dlygate4sd2_1 6
sky130_fd_sc_hd__clkbuf_8 3, sky130_fd_sc_hd__o21ai_0 34, sky130_fd_sc_hd__buf_4 10, sky130_fd_sc_hd__mux2i_4 3, sky130_fd_sc_hd__nand2b_1 26, sky130_fd_sc_hd__a21oi_1 29
sky130_fd_sc_hd__conb_1 32
-- per-layer routing --
metal / vias up / share of wire [%] / track usage (%)
li1: 890 / - / -
met1: 775 / 43 / 10.93
met2: 74 / 50 / 16.22
met3: 10 / 5.4 / 1.847
met4: 0 / 1.4 / 1.391
met5: - / 0 / 0
-- power by group through the flow --
stage	registers (mW)	clock network, mW	logic [mW]
CTS	0.0963	0.155	0.455
global route	0.0996	0.158	0.491
finish	0.0964	0.150	0.445
-- cells in the mapped netlist --
cell / n
sky130_fd_sc_hd__nor2_1: 2
sky130_fd_sc_hd__dfrtp_1: 3
sky130_fd_sc_hd__or4_1: 2
sky130_fd_sc_hd__buf_4: 44
sky130_fd_sc_hd__o21ai_0: 36
sky130_fd_sc_hd__o22a_1: 2
sky130_fd_sc_hd__inv_1: 2
sky130_fd_sc_hd__nor3_1: 30
sky130_fd_sc_hd__and2_1: 2
sky130_fd_sc_hd__clkbuf_1: 11
sky130_fd_sc_hd__mux2_2: 1
sky130_fd_sc_hd__buf_1: 1
sky130_fd_sc_hd__a21boi_0: 1
sky130_fd_sc_hd__conb_1: 1
sky130_fd_sc_hd__a211o_1: 1
sky130_fd_sc_hd__dfstp_2: 1
sky130_fd_sc_hd__and2b_1: 1
sky130_fd_sc_hd__a21oi_1: 29
sky130_fd_sc_hd__nand2b_1: 26
sky130_fd_sc_hd__nand2_1: 3
sky130_fd_sc_hd__o2bb2ai_1: 1
sky130_fd_sc_hd__mux2i_1: 5
sky130_fd_sc_hd__and3_1: 1
sky130_fd_sc_hd__nor2b_1: 2
-- final cells by class --
class / count / area [um2] / share of cell area [%]
Clock buffer: 4 / 45.04 / 1.691
Inverter: 2 / 7.507 / 0.2818
Multi-Input combinational cell: 177 / 985.9 / 37.01
Sequential cell: 4 / 101.3 / 3.805
Tap cell: 129 / 161.4 / 6.059
Timing Repair Buffer: 137 / 1363 / 51.15
-- what timing repair did --
item | in CTS | in global routing
cloned | 4 | 0
endpoints found under the setup margin | 34 | 27
resized | 29 | 13
hold buffers | 0 | 0
buffers inserted | 1 | 0
pin swaps | 4 | 3
endpoints found under the hold margin | 0 | 0
Power figures rest on the tool's default switching activity, not on a simulated workload.
